==> flow/design.v <==
module AX_DEBOUNCE                    
        (
                input clk,
                input rst,
                input button_in,
                output reg button_posedge,
                output reg button_negedge,
                output reg button_out
        );
        parameter N = 32 ;            
        parameter FREQ = 50;          
        parameter MAX_TIME = 20;      
        localparam TIMER_MAX_VAL =   MAX_TIME * 1000 * FREQ;
        reg [N-1 : 0] q_reg;          
        reg [N-1 : 0] q_next;
        reg DFF1, DFF2;               
        wire q_add;                   
        wire q_reset;
        reg button_out_d0;
        initial begin
                q_reg <= { N {1'b0} };
                DFF1 <= 1'b0;
                DFF2 <= 1'b0;
                button_out <= 1'b1;
                button_out_d0 <= 1'b1;
                button_posedge <= 1'b0;
                button_negedge <= 1'b0;
        end
        assign q_reset = (DFF1  ^ DFF2);           
        assign q_add = ~(q_reg == TIMER_MAX_VAL);  
        always @(q_reset, q_add, q_reg) begin
                case({q_reset , q_add})
                2'b00:
                        q_next <= q_reg;
                2'b01:
                        q_next <= q_reg + 1;
                default:
                        q_next <= { N {1'b0} };
                endcase
        end
        always @(posedge clk or negedge rst) begin
                if (rst == 1'b0) begin
                        DFF1 <= 1'b0;
                        DFF2 <= 1'b0;
                        q_reg <= { N {1'b0} };
                end else begin
                        DFF1 <= button_in;
                        DFF2 <= DFF1;
                        q_reg <= q_next;
                end
        end
        always @(posedge clk or negedge rst) begin
	        if (rst == 1'b0)
		        button_out <= 1'b1;
                else if (q_reg == TIMER_MAX_VAL)
                        button_out <= DFF2;
                else
                        button_out <= button_out;
                end
        always @(posedge clk or negedge rst) begin
	        if (rst == 1'b0) begin
		        button_out_d0 <= 1'b1;
		        button_posedge <= 1'b0;
		        button_negedge <= 1'b0;
	        end else begin
		        button_out_d0 <= button_out;
		        button_posedge <= ~button_out_d0 & button_out;
		        button_negedge <= button_out_d0 & ~button_out;
	        end
        end
endmodule
==> flow/run.sh <==
#!/bin/bash
# OpenROAD 26Q1-2900-gdf79404cd8, Yosys 0.63+post, stock flow scripts
make -C /OpenROAD-flow-scripts/flow DESIGN_CONFIG=/design/flow/config.mk WORK_HOME=/design/flow/orfs finish
==> flow/config.mk <==
export PLATFORM = sky130hd
export DESIGN_NAME = AX_DEBOUNCE
export DESIGN_NICKNAME = AX_DEBOUNCE
export VERILOG_FILES = /design/flow/design.v
export SDC_FILE = /design/flow/constraint.sdc
export NUM_CORES = 4
export LEC_CHECK = 1
export CORE_UTILIZATION = 30
==> flow/constraint.sdc <==
current_design AX_DEBOUNCE

set clk_period 6.5
set clk_io_pct 0.2

create_clock -name clk0 -period $clk_period [get_ports {clk}]

set non_clock_inputs [all_inputs -no_clocks]
set_input_delay [expr $clk_period * $clk_io_pct] -clock clk0 $non_clock_inputs
set_output_delay [expr $clk_period * $clk_io_pct] -clock clk0 [all_outputs]
==> notes.md <==
run metrics: mux frac, synth=1.05%, global-route wire length before repair=7.04 mm, M3 GR Usage=2.41%, CTS sink count=38, Slowest cell on crit path=dfstp_2, total power=472 uW, layout cells sized above 1=9.62%, syn_area_per_cell=9.86 um2, ys flop type=dfrtp_1, Mapped Cells=205, M2 GR Usage=18.2%, final period utilization=40.2%, synth warn=1, dpl cells=277, Worst Skew=0.00456 ns, largest net degree at the start of global routing=39, yosys simple share=28.9%, hpwl dp=2.65 mm, tool warning count=26, Top cells by area=dfrtp_1 (45%), xor2_1 (4.3%), a21oi_1 (4.2%), depth of the CTS H-tree=2, CP max FO=5, Worst setup EP type=primary output, Final min period=2.61 ns, Post-CTS Resized=0, via/cell ratio=5.53, clk buf depth=2, ys flops=38, postcts setup bufs=0, FP Util=31.5%, Antenna Nets Post-Route=0, Routed Wire Length=4.00 mm, grt ovf=0, # rows=29, status=finished clean, DRT Pass-1 Iters=4, hold buffers post-CTS=0, cell family with the largest share of critical-path delay=flip-flops, slew margin rel.=54.8%, Fin Setup TNS=0 ns, total die size=7070 um2, Cell Pwr Density=212 nW/um2, I/O pins=6, FF-to-FF Start=q_reg[9], Yosys Chip Area=2020 um2, crit path DRT=5.20 ns, I/O Buffers=5, initial antenna violation count=0, Max-cap violations=0, crit-path max cell delay=0.56 ns, area leader, netlist=dfrtp_1, Worst Hold End=button_out_d0, f_max=383 MHz, WL/cell=14.0 um, WP data arrival=1.31 ns, clock root buffer=clkbuf_8, CTS tree=yes, Startpoint Class=flop, Synth Cell Area=2020 um2, R2R Setup Slk=4.36 ns, EDFF count, synth=0, All-Layer GR Usage=12.5%, Num CTS Buffers=5, Die X=84.1 um, Async S/R FF share, synth=100%, Slew @ Worst Pin=0.672 ns, Worst Hold Class=flop to flop, Antenna Cells=0, vias in the first global route=1453, gpl congestion=0.761, Max IR drop VDD=137 uV, CP Class=flop to primary output, Reg2Reg Depth=4, Skew-Pair Late Insertion Delay=0.29 ns, post-synthesis cell type count=40, Adder Share, Synth=1.24%, Pins Over Slew Limit=0, final number of setup-violating endpoints=0, drt initial violations=95, HP Start=button_out, met1 GRT Util=20.4%, largest family of logic cells by area=simple AND/OR/NAND/NOR gates, Leak=0.904 nW, Die H=84.1 um, Finished Layout Cells=285, Vias=1576, GR peak layer=met1, Yosys top cell area share=44.6%, Min Hold Slack=0.390 ns, yosys aoi share=12.1%, DRC viols=0, xor+xnor area frac=5.63%, hold depth=0, r2r endpoint=q_reg[31], synthesis-to-layout area growth=10.1%, core area=6420 um2, Post-synth seq share=47.2%, Largest register FFs=32, Worst Path Buf+Inv=1, RSZ-0062 raised after global routing=false, clock slew at reported path FFs=0.07 ns, crit path cell chain=clkdlybuf4s50_1, Fin. Hold Viols=0, post-synthesis cell count from yosys=205
-- cells in the mapped netlist (all sizes together) (3+ instances only) --
| master | instances |
|---|---|
| clkbuf | 6 |
| and4 | 8 |
| nor4 | 5 |
| a21oi | 17 |
| nor2 | 14 |
| inv | 3 |
| nand2 | 17 |
| nand3 | 13 |
| dfrtp | 36 |
| o31ai | 10 |
| nand4 | 11 |
| xnor2 | 3 |
| buf | 6 |
| and3 | 4 |
| or3 | 4 |
| or4 | 10 |
| xor2 | 10 |
| o21ai | 5 |
-- cell families (layout without fill, tap and decap cells) --
logic type,Yosys count,count (layout)
compound gates,39,39
xor+xnor,13,13
fa+ha+maj,2,2
buf+inv,15,18
flops,38,38
mux,2,2
simple gates,96,96
-- placed cells by master, fill, tap and decap left out, types with 2 or more instances in the layout --
cell type        Yosys  final
dfrtp_1             36     36
nand2_1             17     17
a21oi_1             17     17
nor2_1              14     14
nand3_1             13     13
o31ai_1             10     10
or4_1               10     10
xor2_1              10      9
and4_1               8      8
nand4_1              8      8
nor4_1               5      5
o21ai_0              5      5
clkbuf_8             0      5
or3_1                4      4
clkdlybuf4s50_1      0      4
inv_1                3      3
and3_1               3      3
xnor2_1              3      3
nor2b_1              2      2
nand4_4              2      2
nor3_1               2      2
nor4b_1              2      2
a31oi_1              2      2
a41o_1               2      2
ha_1                 2      2
dfstp_2              2      2
clkinv_2             0      2
buf_4                2      2
-- where the power goes --
| part | total [mW] | switching (mW) | internal, mW |
|---|---|---|---|
| clock | 0.195 | 0.0823 | 0.113 |
| combinational | 0.0320 | 0.0209 | 0.0111 |
| sequential | 0.245 | 0.00470 | 0.240 |
| total | 0.472 | 0.108 | 0.364 |
-- layer usage --
metal  wire length [um]  vias up
met1               2100      781
li1                   -      775
met3                121        4
met5                  0        -
met2               1730       16
met4                 51        0
-- worst max path at each step --
stage	from	to	slack, ns	cells after the start
4_1_cts	button_out	button_out	3.87	1
5_1_grt	button_out	button_out	3.83	1
6_report	button_out	button_out	3.89	1
-- per-stage QoR --
step	util [%]	area, um2	setup WS [ns]
floorplan	-	2020	4.69
global placement	33.0	2120	4.21
detailed placement	33.0	2120	4.20
CTS	34.7	2230	3.87
global route	34.7	2230	3.83
finish	34.7	2230	3.89
-- final cells by class --
cell class | instances | area [um2]
Fill cell | 629 | 4200
Multi-Input combinational cell | 152 | 996
Sequential cell | 38 | 953
Tap cell | 77 | 96.3
Clock buffer | 5 | 68.8
Timing Repair Buffer | 7 | 60.1
Clock inverter | 3 | 40.0
Inverter | 3 | 11.3
Power is estimated from default activity; no workload was simulated.
