### flow/run.sh
#!/bin/bash
# OpenROAD 26Q1-2900-gdf79404cd8, Yosys 0.63+post, stock flow scripts
make -C /OpenROAD-flow-scripts/flow DESIGN_CONFIG=/design/flow/config.mk WORK_HOME=/design/flow/orfs finish
### flow/config.mk
export PLATFORM = sky130hd
export DESIGN_NAME = SEG_DECODER
export DESIGN_NICKNAME = SEG_DECODER
export VERILOG_FILES = /design/flow/design.v
export SDC_FILE = /design/flow/constraint.sdc
export NUM_CORES = 4
export LEC_CHECK = 1
export CORE_AREA = 10 10 70 70
export DIE_AREA = 0 0 80 80
### flow/constraint.sdc
current_design SEG_DECODER

set clk_period 1.9
set clk_io_pct 0.2

create_clock -name clk0 -period $clk_period

set non_clock_inputs [all_inputs -no_clocks]
set_input_delay [expr $clk_period * $clk_io_pct] -clock clk0 $non_clock_inputs
set_output_delay [expr $clk_period * $clk_io_pct] -clock clk0 [all_outputs]
### flow/design.v
module FLASH_SEG
        (
                input flash_clk,		 
                input flash,			 
                input [7:0] time_seg_data_in,
                output [7:0] time_seg_data_out
        );
        assign time_seg_data_out = flash_clk & flash ? 8'b1111_1111 : time_seg_data_in;
endmodule
module SEG_DECODER
        (
                input [3:0] bin_data,
                input dot,
                output reg [7:0] seg_data
        );
        initial begin
                seg_data <= 7'b111_1111;
        end
        always @(bin_data or dot) begin
	        case(bin_data)
	        4'd0:seg_data <= 7'b100_0000;
	        4'd1:seg_data <= 7'b111_1001;
	        4'd2:seg_data <= 7'b010_0100;
	        4'd3:seg_data <= 7'b011_0000;
	        4'd4:seg_data <= 7'b001_1001;
	        4'd5:seg_data <= 7'b001_0010;
	        4'd6:seg_data <= 7'b000_0010;
	        4'd7:seg_data <= 7'b111_1000;
	        4'd8:seg_data <= 7'b000_0000;
	        4'd9:seg_data <= 7'b001_0000;
	        4'ha:seg_data <= 7'b000_1000;
	        4'hb:seg_data <= 7'b000_0011;
	        4'hc:seg_data <= 7'b100_0110;
	        4'hd:seg_data <= 7'b010_0001;
	        4'he:seg_data <= 7'b000_0110;
	        4'hf:seg_data <= 7'b000_1110;
	        default:seg_data <= 7'b111_1111;
	        endcase
                seg_data[7] <= ~dot;
        end
endmodule
module SEG_SCAN
        (
	        input clk,
                input rst,
	        output reg [5:0] seg_sel,
	        output reg [7:0] seg_data,
	        input [7:0] seg_data_0,
	        input [7:0] seg_data_1,
	        input [7:0] seg_data_2,
	        input [7:0] seg_data_3,
	        input [7:0] seg_data_4,
	        input [7:0] seg_data_5
        );
        wire clk_833us;
        reg [3:0] scan_sel;
        TIMER #(.cycle(32'd41_667)) timer_833us (.clk(clk), .rst(rst), .cy(clk_833us));
        initial begin
                scan_sel <= 4'd0;
		seg_sel <= 6'b11_1111;
		seg_data <= 8'hff;
        end
        always @(posedge clk_833us or negedge rst) begin
                if (rst == 1'b0) begin
                        scan_sel <= 4'd0;
                end else begin
		        if (scan_sel == 4'd5) begin
		                scan_sel <= 4'd0;
		        end else begin
		                scan_sel <= scan_sel + 4'd1;
	                end
                end
        end
        always @(posedge clk_833us or negedge rst) begin
                if (rst == 1'b0) begin
		        seg_sel <= 6'b11_1111;
		        seg_data <= 8'hff;
                end else begin
	                case(scan_sel)
		        4'd0: begin
		        	seg_sel <= 6'b11_1110;
		        	seg_data <= seg_data_0;
		        end
		        4'd1: begin
		        	seg_sel <= 6'b11_1101;
		        	seg_data <= seg_data_1;
		        end
		        4'd2: begin
		        	seg_sel <= 6'b11_1011;
		        	seg_data <= seg_data_2;
		        end
		        4'd3: begin
		        	seg_sel <= 6'b11_0111;
		        	seg_data <= seg_data_3;
		        end
		        4'd4: begin
		        	seg_sel <= 6'b10_1111;
		        	seg_data <= seg_data_4;
		        end
		        4'd5: begin
		        	seg_sel <= 6'b01_1111;
		        	seg_data <= seg_data_5;
		        end
		        default: begin
		        	seg_sel <= 6'b11_1111;
		        	seg_data <= 8'hff;
		        end
	                endcase
                end
        end
endmodule
==> flow_metrics.tcl <==
# implementation run metrics
set metrics [dict create \
    ys_area_um2 279.0 \
    grt_max_degree 8 \
    std_cell_rows 21 \
    flops 0 \
    die_area_mm2 0.006400 \
    antenna_left 0 \
    viasPerCell 3.096 \
    power_density_mw_per_mm2 191.2 \
    min_period_ps 1867 \
    synth_cell_types 15 \
    fp.dieW_um 80 \
    post_drt_wl_per_cell_um 9.298 \
    hold_violations 0 \
    warnings 38 \
    hp-start "bin_data[1]" \
    fmax_mhz 535.7 \
    cts_hold_buf 0 \
    nFillCells 376 \
    antenna_found_initial 0 \
    yosys_cells 33 \
    drive_gt1_share_pct 58.62 \
    ir_worst_vdd_uv 26.48 \
    slew_viol_final 0 \
    dr.pass1.iters 2 \
    antenna_cells 0 \
    p_leak_nw 0.2820 \
    first_iter_violations 5 \
    critPathKind "in2out" \
    netlist_area_um2 279.0 \
    drc 0 \
    setup_viol 0 \
    totalPowerFinal_w 0.0001156 \
    cap_violations 0 \
    vias 322 \
    required_ps 1520 \
    grt_first_pass_wirelength_um 1587 \
    status "complete, no violations" \
    lay_top_cells "buf_4 (11), mux2i_1 (4), nor2_1 (4), dlygate4sd2_1 (4)" \
    grt_pass1_vias 338 \
    min_path_type "in2out" \
    routed_wl_um 967 \
    placed_cells 102 \
    fp_util_pct 8.169 \
    worst_pin_slew_ps 164.5 \
    track_usage_pct 2.934 \
    gp_congestion 0.7049 \
    crit_start "bin_data[1]" \
    yosys_warnings 1 \
    grt-ovfl-total 0 \
    period_used_pct 98.24 \
    portBuffers 13 \
    layout.cells.most_common "buf_4" \
    core_mm2 0.003416 \
    hpwl_um 738.8 \
    end_kind "primary output" \
    syn_to_final_growth_pct 116.6 \
    final-instance-count-excl-fill 104 \
    ys_seq_share_pct 0 \
    dp_slack_ps -807.7 \
    clkbuf_count 0 \
    seq_area_um2 0 \
    logic_area_um2 294.0 \
    crit_arrival_ps 1490 \
    relSlewSlack_pct 88.72 \
    syn_avg_cell_area_um2 8.455 \
    fin_util_pct 17.69 \
    crit_fanout 4 \
    die_h_um 80 \
    rsz0062_at_grt "false" \
    fin_ws_ps 33.36 \
    crit_path_start_kind "input pin" \
    ios 13 \
    synth_cells 33 \
]
[logic make-up (layout without fill, tap and decap cells)]
logic type | count (synthesis) | after routing | share of synthesized area [%]
buffers and inverters | 6 | 31 | 11.21
AOI/OAI and AO/OA | 6 | 6 | 15.25
and+or+nand+nor | 8 | 8 | 14.35
muxes | 6 | 6 | 27.80
adders and majority gates | 7 | 7 | 31.39
[cell usage after synthesis]
cell type | instances | share of area, %
and2b_2 | 1 | 3.1
mux2_2 | 1 | 4.0
ha_1 | 7 | 31
mux4_1 | 1 | 9.4
a22o_1 | 2 | 6.3
a32o_1 | 1 | 3.6
o21ai_0 | 2 | 3.6
a21oi_1 | 1 | 1.8
mux2i_1 | 4 | 14
nand2_1 | 1 | 1.3
buf_6 | 1 | 4.0
buf_2 | 1 | 1.8
or3b_1 | 1 | 3.1
nor2_1 | 5 | 6.7
inv_1 | 4 | 5.4
[metal layers]
| metal | routed length, um | vias to the layer above | global-route usage, % |
|---|---|---|---|
| li1 | - | 166 | - |
| met1 | 392 | 152 | 3.369 |
| met2 | 546 | 4 | 6.019 |
| met3 | 28 | 0 | 0.1136 |
| met4 | 0 | 0 | 0 |
| met5 | 0 | - | 0 |
[worst max-delay path, stage by stage]
cell    delay (ps)
buf_6           80
inv_4           40
buf_4          130
ha_4           260
inv_2           30
mux4_2         450
buf_2          130
[layout make-up]
type | instances | share of cell area [%]
timing repair buffer | 27 | 38.51
inverter | 4 | 3.313
multi-input combinational | 27 | 48.65
tap | 46 | 9.524
[report_power, final]
part,leakage [nW],switching [W],internal (W)
combinational,0.282,0.0000445,0.0000710
sequential,0,0,0
clock,0,0,0
[metrics by stage]
step | instance area, um^2 | hold WS, ps | TNS, ps
floorplan | 279.0 | 769.1 | 0
global placement | 553.0 | 1645 | -4295
detailed placement | 553.0 | 1649 | -4385
CTS | 608.1 | 1283 | 0
global route | 604.3 | 1245 | 0
finish | 604.3 | 1220 | 0
[final timing paths]
path	to	slack (ps)	cells after the start
max	seg_data[3]	30	7
min	seg_data[1]	1220	4
[timing repair]
action | CTS | global route
buffers inserted | 1 | 0
resized | 46 | 3
setup endpoints to repair | 7 | 3
pin swaps | 3 | 2
cloned | 1 | 0
Power and IR drop assume default switching activity.
