==> flow/design.v <==
module TIME_MODULE
        (
                input [2:0] clk,
                input rst,
                input mode,
                output [23:0] time_data
        );
        wire [5:0] cy;
        wire [2:0] cy_controller;
        assign cy_controller = {clk[2] | (mode & cy[3]), clk[1] | (mode & cy[1]), clk[0]};
        TIME_SEG_UNIT
                second_l
                (
                        .clk(cy_controller[0]),
                        .rst(rst),
                        .cy(cy[0]),
                        .time_data(time_data[3-:4])
                );
        TIME_SEG_UNIT
                #(
                        .target_cy_num(4'h5)
                )
                second_h
                (
                        .clk(cy[0]),
                        .rst(rst),
                        .cy(cy[1]),
                        .time_data(time_data[7-:4])
                );
        TIME_SEG_UNIT
                minute_l
                (
                        .clk(cy_controller[1]),
                        .rst(rst),
                        .cy(cy[2]),
                        .time_data(time_data[11-:4])
                );
        TIME_SEG_UNIT
                #(
                        .target_cy_num(4'h5)
                )
                minute_h
                (
                        .clk(cy[2]),
                        .rst(rst),
                        .cy(cy[3]),
                        .time_data(time_data[15-:4])
                );
        TIME_SEG_UNIT
                #(
                        .target_cy_num(4'h3),
                        .target_cy_count(4'd2)
                )
                hour_l
                (
                        .clk(cy_controller[2]),
                        .rst(rst),
                        .cy(cy[4]),
                        .time_data(time_data[19-:4])
                );
        TIME_SEG_UNIT
                #(
                        .target_cy_num(4'h2)
                )
                hour_h
                (
                        .clk(cy[4]),
                        .rst(rst),
                        .time_data(time_data[23-:4])
                );
endmodule
module TIME_SEG_UNIT
        #(
                parameter [3:0] target_cy_count = 4'd0,  
                parameter [3:0] target_cy_num = 4'h9     
        )
        (
                input clk,
                input rst,
                output reg cy,
                output reg [3:0] time_data
        );
        wire [3:0] time_next;
        wire [3:0] cy_count_next;
        wire cy_is_enough;
        wire [3:0] target_max;
        reg [3:0] cy_count;
        initial begin
                cy_count <= 4'd0;
                time_data <= 4'h0;
                cy <= 1'b0;
        end
        assign cy_is_enough = (cy_count == target_cy_count) ? 1'b1 : 1'b0;
        assign target_max = cy_is_enough ? target_cy_num : 4'h9;
        assign cy_count_next = cy_is_enough ? 4'd0 : cy_count + 4'd1;
        assign time_next = (time_data == target_max) ? 4'b0 : time_data + 4'b1;
        always @(posedge clk or negedge rst) begin
                if (rst == 1'b0) begin
                        time_data <= 4'h0;
                        cy <= 1'b0;
                end else begin
                        time_data <= time_next;
                        cy <= (time_next == 4'b0) ? 1'b1 : 1'b0;
                end
        end
        always @(posedge cy or negedge rst) begin
                if (rst == 1'b0) begin
                        cy_count <= 4'd0;
                end else begin
                        cy_count <= cy_count_next;
                end
        end
endmodule
==> flow/run.sh <==
#!/bin/bash
# OpenROAD 26Q1-2900-gdf79404cd8, Yosys 0.63+post, stock flow scripts
make -C /OpenROAD-flow-scripts/flow DESIGN_CONFIG=/design/flow/config.mk WORK_HOME=/design/flow/orfs finish
==> flow/config.mk <==
export PLATFORM = sky130hd
export DESIGN_NAME = TIME_MODULE
export DESIGN_NICKNAME = TIME_MODULE
export VERILOG_FILES = /design/flow/design.v
export SDC_FILE = /design/flow/constraint.sdc
export NUM_CORES = 4
export LEC_CHECK = 1
export CORE_UTILIZATION = 40
==> flow/constraint.sdc <==
current_design TIME_MODULE

set clk_period 1.8
set clk_io_pct 0.2

create_clock -name clk0 -period $clk_period [get_ports {clk}]

set non_clock_inputs [all_inputs -no_clocks]
set_input_delay [expr $clk_period * $clk_io_pct] -clock clk0 $non_clock_inputs
set_output_delay [expr $clk_period * $clk_io_pct] -clock clk0 [all_outputs]
==> COMMIT_EDITMSG <==
Refresh implementation metrics

- The run finished with clean final reports.
- The OpenROAD report gives the critical path a data arrival time of 1270 ps.
* R2r endpoint: hour_l.cy$_DFF_PN0_
* Setup WS post-layout: 171 ps
- Final weighted congestion in routability-driven placement: 0.833
- The layout summary lists the proportion of cells stronger than drive strength 1 as 8.33%.
- The type recorded for the worst min-delay path is input port to asynchronous set/reset pin.
- According to the Yosys statistics, the synthesized design has a chip area of 2130 µm².
* Depth of the worst register-to-register path: 4
- Counting flops with a built-in enable in the synthesized netlist gives 0.
- Effective utilization at floorplan: 41.7%
- 43 endpoints have no timing constraint.
- The share of the Yosys chip area taken by registers is 54.1%.
- Prevailing post-synth register cell: sky130_fd_sc_hd__dfrtp_1
- For this run, the slowest stage of the critical path takes 500 ps.
* Final tally of setup violations: 0
- Headroom to the max-slew limit: 52.3%
- STA classifies the critical path endpoint as an output port.
* Post-layout period usage: 90.5%
- Iteration count of the initial detailed-routing pass: 4
- Total routed wirelength: 3450 µm
- Number of top-level pins: 29
- Initial antenna violation count: 0
- Highest net fanout along the worst path: 6
- Kind of cell adding the most delay to the critical path: buffers and inverters
- Port Buf Inserts: 26
- Cell type of the slowest stage on the worst timing path: sky130_fd_sc_hd__clkdlybuf4s50_1
* Summed instance area of the synthesized netlist: 2130 µm²
* Global Route Usage Sum: 13.3%
- Final HPWL DP: 2360 µm
- In this run the critical register-to-register path is launched from hour_l.time_data[1]$_DFF_PN0_.
* Sort of element at the start of the critical path: flip-flop
- Syn Inst Count: 195
- Register pins left without a clock: 31
- Across all register-to-register paths, the minimum setup slack is 440 ps.
- The synth_stat.txt file lists the number of cells as 195.
* Diode insertion count for antenna repair: 0
* Synthesis-to-finish area growth: 22.3%
- Yosys printed 4 warnings.
* Top area contributor share: 54.1%
- Final ANT Viol Nets: 0
- Clock tree from TritonCTS: built
- Area inside the core boundary: 5110 µm²
- Final Critical Period: 1630 ps
- In this run, the number of DRC markers left after iteration 0 of detailed routing was 55.
* Total DRC errors in the routed layout: 0
- Maximum Capacitance Violations: 0
- Worst clock skew: 2.13 ps
- Total gr overflow: 0
- Timing would allow up to 614 MHz.
* Top area cell types: sky130_fd_sc_hd__dfrtp_1 (54%), sky130_fd_sc_hd__xnor2_1 (4.9%), sky130_fd_sc_hd__ha_1 (4.7%)
* Die area: 5620 µm²
* Data required time of the critical path: 1440 ps
- Clock insertion delay at the later pin of the skew report: 310 ps
- Maximum number of pins on one net before global-route repair: 47
* Ordered cell list for the critical path: clkdlybuf4s50_1
* Post-synthesis sequential element count: 46
* Setup slack after placement: 62.7 ps
* Via-to-Cell Ratio: 4.92
* Placement row count: 26
- DIE WIDTH: 74.9 µm
- Setup repair after global routing missed its margin: false
- Count of different cell masters after synthesis: 35
- The die is 74.9 µm tall.
- The final max-slew violation count recorded for this run is 0.
* Final Hold Fails: 0
- For the pin with the worst max-slew slack, the measured transition is 713 ps.
- Setup CP Type: flip-flop to output port
- Power density over cell area: 261 nW/µm²
- First-pass GRT wire length: 5660 µm
* Hold-fix buffers, CTS: 0
* Summed negative setup slack over all endpoints: 0 ps
- Post-CTS Setup Bufs: 0
* Clk pin slew, worst setup/hold paths: 30 ps
- Largest area contributor in the synthesized netlist: sky130_fd_sc_hd__dfrtp_1
* Async set-reset flop share out of synthesis: 100%
- The number of gates resized after CTS was 1.
- The script logs the mean routed wire length per placed instance as 11.6 µm.
- Across the VDD grid, the largest voltage drop is 0.304 mV.
* Number of warnings in the stage logs: 48
- Per the detail_route report, the via count comes to 1467.
- The power report puts the leakage power at 0.00113 µW.
- The via count of the first global-routing pass is 1248.
- Mean cell area of the mapped netlist: 10.9 µm²
* CP Buf/Inv Count: 1
* Filler Cells Inserted: 458
where the power goes:
part           switching (µW)  leakage, µW  internal, µW  total [µW]
Clock                    97.0    0.0000784           323         420
Combinational            20.8     0.000433          6.46        27.2
Sequential                  0     0.000619           231         231
Total                     118      0.00113           561         679
kinds of logic (layout without fill, tap and decap cells):
kind of cell	after synthesis	in the layout	share of synthesized area [%]
DFF	46	46	54.1
AOI/OAI and AO/OA	41	41	12.7
buffers and inverters	26	59	4.59
muxes	8	8	4.00
xor gates and xnor gates	12	12	4.94
and+or+nand+nor	54	54	15.0
adders and majority gates	8	8	4.70
worst max path at each step:
stage                      endpoint  slack [ps]  depth (start not counted)                             from
final                 time_data[10]         170                          1  minute_l.time_data[2]$_DFF_PN0_
after global routing  time_data[17]         110                          1    hour_l.time_data[1]$_DFF_PN0_
after CTS             time_data[10]         160                          1  minute_l.time_data[2]$_DFF_PN0_
synthesized netlist by cell type (6+ instances only):
cell type	instances
sky130_fd_sc_hd__a21oi_1	13
sky130_fd_sc_hd__a31oi_1	8
sky130_fd_sc_hd__and3_1	6
sky130_fd_sc_hd__clkbuf_1	6
sky130_fd_sc_hd__dfrtp_1	46
sky130_fd_sc_hd__ha_1	8
sky130_fd_sc_hd__inv_1	20
sky130_fd_sc_hd__nand2_1	7
sky130_fd_sc_hd__nand3_1	9
sky130_fd_sc_hd__nor2_1	10
sky130_fd_sc_hd__xnor2_1	12
routing by layer:
metal	track usage [%]	part of all wire, %	vias up
met5	0	0	-
met4	3.35	1.6	0
met3	2.04	3.5	2
met2	18.6	42	27
met1	22.5	52	686
li1	-	-	752
registers in the layout, summed over array words and instances, names as in the netlist:
| signal | flops |
|---|---|
| second_h.cy_count | 4 |
| second_h.cy | 1 |
| minute_l.cy | 1 |
| minute_l.time_data | 4 |
| minute_h.cy | 1 |
| second_l.cy | 1 |
| minute_h.cy_count | 4 |
| hour_l.cy | 1 |
| hour_h.time_data | 4 |
| hour_h.cy_count | 4 |
| hour_h.cy | 1 |
| second_l.time_data | 4 |
| second_h.time_data | 4 |
| hour_l.time_data | 4 |
| hour_l.cy_count | 4 |
| minute_h.time_data | 4 |
cell usage in the layout, fill, tap and decap left out, drive strengths merged, types with 3 or more instances in the layout:
cell type	count
clkdlybuf4s50	24
inv	20
xnor2	12
nand2	7
o31ai	3
a21oi	13
nor3b	4
nor2	10
mux2	4
a21o	4
mux2i	4
and3	6
ha	8
o21ai	3
nand3	9
nor2b	4
a31oi	8
or4	3
dfrtp	46
clkbuf	12
final cells by class:
| cell class | instances | area [µm²] | share of cell area, % |
|---|---|---|---|
| sequential | 46 | 1150 | 44.2 |
| clock buffer | 12 | 135 | 5.19 |
| inverter | 20 | 75.1 | 2.88 |
| tap | 70 | 87.6 | 3.37 |
| timing repair buffer | 27 | 274 | 10.5 |
| multi-input combinational | 123 | 880 | 33.8 |
stage by stage:
step                      total power (µW)  cell area, µm²  hold WS, ps  util, %  cells
after CTS                              712            2600         36.1     51.0    298
after detailed placement               296            2470          357     48.3    286
after global routing                   735            2600         43.3     51.0    298
after floorplan                        267            2130         64.4        -    195
after global placement                 296            2470          363     48.3    286
final                                  679            2600         26.3     51.0    298
Power figures rest on the tool's default switching activity, not on a simulated workload.
